File: flow/run.sh
#!/bin/bash
# OpenROAD 26Q1-2900-gdf79404cd8, Yosys 0.63+post, stock flow scripts
make -C /OpenROAD-flow-scripts/flow DESIGN_CONFIG=/design/flow/config.mk WORK_HOME=/design/flow/orfs finish
File: flow/config.mk
export PLATFORM = sky130hd
export DESIGN_NAME = CC_COLLISION_DETECTOR
export DESIGN_NICKNAME = CC_COLLISION_DETECTOR
export VERILOG_FILES = /design/flow/design.v
export SDC_FILE = /design/flow/constraint.sdc
export NUM_CORES = 4
export LEC_CHECK = 1
export CORE_AREA = 10 10 70 70
export DIE_AREA = 0 0 80 80
File: flow/constraint.sdc
current_design CC_COLLISION_DETECTOR

set clk_period 2.2
set clk_io_pct 0.2

create_clock -name clk0 -period $clk_period

set non_clock_inputs [all_inputs -no_clocks]
set_input_delay [expr $clk_period * $clk_io_pct] -clock clk0 $non_clock_inputs
set_output_delay [expr $clk_period * $clk_io_pct] -clock clk0 [all_outputs]
File: flow/design.v
module CC_COLLISION_DETECTOR #(parameter COLLISION_DETECTOR_DATAWIDTH=8)(
	CC_COLLISION_DETECTOR_OutLow,
	CC_COLLISION_DETECTOR_BACK_InBUS_u0,
	CC_COLLISION_DETECTOR_BACK_InBUS_u1,
	CC_COLLISION_DETECTOR_BACK_InBUS_u2,
	CC_COLLISION_DETECTOR_BACK_InBUS_u3,
	CC_COLLISION_DETECTOR_BACK_InBUS_u4,
	CC_COLLISION_DETECTOR_BACK_InBUS_u5,
	CC_COLLISION_DETECTOR_BACK_InBUS_u6,
	CC_COLLISION_DETECTOR_BACK_InBUS_u7,
	CC_COLLISION_DETECTOR_POINT_InBUS_u0,
	CC_COLLISION_DETECTOR_POINT_InBUS_u1,
	CC_COLLISION_DETECTOR_POINT_InBUS_u2,
	CC_COLLISION_DETECTOR_POINT_InBUS_u3,
	CC_COLLISION_DETECTOR_POINT_InBUS_u4,
	CC_COLLISION_DETECTOR_POINT_InBUS_u5,
	CC_COLLISION_DETECTOR_POINT_InBUS_u6,
	CC_COLLISION_DETECTOR_POINT_InBUS_u7
);
output	reg CC_COLLISION_DETECTOR_OutLow;
input 	[COLLISION_DETECTOR_DATAWIDTH-1:0]	CC_COLLISION_DETECTOR_BACK_InBUS_u0;
input 	[COLLISION_DETECTOR_DATAWIDTH-1:0]	CC_COLLISION_DETECTOR_BACK_InBUS_u1;
input 	[COLLISION_DETECTOR_DATAWIDTH-1:0]	CC_COLLISION_DETECTOR_BACK_InBUS_u2;
input 	[COLLISION_DETECTOR_DATAWIDTH-1:0]	CC_COLLISION_DETECTOR_BACK_InBUS_u3;
input 	[COLLISION_DETECTOR_DATAWIDTH-1:0]	CC_COLLISION_DETECTOR_BACK_InBUS_u4;
input 	[COLLISION_DETECTOR_DATAWIDTH-1:0]	CC_COLLISION_DETECTOR_BACK_InBUS_u5;
input 	[COLLISION_DETECTOR_DATAWIDTH-1:0]	CC_COLLISION_DETECTOR_BACK_InBUS_u6;
input 	[COLLISION_DETECTOR_DATAWIDTH-1:0]	CC_COLLISION_DETECTOR_BACK_InBUS_u7;
input 	[COLLISION_DETECTOR_DATAWIDTH-1:0]	CC_COLLISION_DETECTOR_POINT_InBUS_u0;
input 	[COLLISION_DETECTOR_DATAWIDTH-1:0]	CC_COLLISION_DETECTOR_POINT_InBUS_u1;
input 	[COLLISION_DETECTOR_DATAWIDTH-1:0]	CC_COLLISION_DETECTOR_POINT_InBUS_u2;
input 	[COLLISION_DETECTOR_DATAWIDTH-1:0]	CC_COLLISION_DETECTOR_POINT_InBUS_u3;
input 	[COLLISION_DETECTOR_DATAWIDTH-1:0]	CC_COLLISION_DETECTOR_POINT_InBUS_u4;
input 	[COLLISION_DETECTOR_DATAWIDTH-1:0]	CC_COLLISION_DETECTOR_POINT_InBUS_u5;
input 	[COLLISION_DETECTOR_DATAWIDTH-1:0]	CC_COLLISION_DETECTOR_POINT_InBUS_u6;
input 	[COLLISION_DETECTOR_DATAWIDTH-1:0]	CC_COLLISION_DETECTOR_POINT_InBUS_u7;
always @(*)
begin
	if( (CC_COLLISION_DETECTOR_POINT_InBUS_u7 & CC_COLLISION_DETECTOR_BACK_InBUS_u7) != 8'b00000000 ||
	    (CC_COLLISION_DETECTOR_POINT_InBUS_u6 & CC_COLLISION_DETECTOR_BACK_InBUS_u6) != 8'b00000000 ||
	    (CC_COLLISION_DETECTOR_POINT_InBUS_u5 & CC_COLLISION_DETECTOR_BACK_InBUS_u5) != 8'b00000000 ||
		 (CC_COLLISION_DETECTOR_POINT_InBUS_u4 & CC_COLLISION_DETECTOR_BACK_InBUS_u4) != 8'b00000000 ||
		 (CC_COLLISION_DETECTOR_POINT_InBUS_u3 & CC_COLLISION_DETECTOR_BACK_InBUS_u3) != 8'b00000000 ||
		 (CC_COLLISION_DETECTOR_POINT_InBUS_u2 & CC_COLLISION_DETECTOR_BACK_InBUS_u2) != 8'b00000000 ||
		 (CC_COLLISION_DETECTOR_POINT_InBUS_u1 & CC_COLLISION_DETECTOR_BACK_InBUS_u1) != 8'b00000000 ||
		 (CC_COLLISION_DETECTOR_POINT_InBUS_u0 & CC_COLLISION_DETECTOR_BACK_InBUS_u0) != 8'b00000000 )
		CC_COLLISION_DETECTOR_OutLow = 1'b0;
	else 
		CC_COLLISION_DETECTOR_OutLow = 1'b1;
end
endmodule
==> qor.yml <==
status: "finished clean"
common_cells: "16 x a22o_1, 8 x a221oi_1, 8 x a221oi_2"
grt_pass1_vias: 1125
fp.dieW_um: 80
warnings: 32
grt_max_degree: 2
antenna_left: 0
cpPeakStageDelay_ps: 280
worstPathArrival_ps: 1660
via_per_inst: 4.42
yosys_area_um2: 368
top_area_cell: "a22o_1"
top_area_share_pct: 38.1
cts_hold_buf: 0
mux_share_pct: 0
port_buffers: 129
synth.distinct_cells: 5
synth_area_um2: 368
min_period_ps: 2100
dp_hpwl_mm: 3.56
post-synth-top-count-cell: "a22o_1"
dieArea_mm2: 0.00640
ys_sh_simple_pct: 10.2
max_freq_mhz: 475
synthAoiAreaFrac_pct: 89.8
regArea_um2: 0
gp_congestion: 0.885
vias: 937
fp_util_pct: 10.8
power_density_mw_per_mm2: 140
leakage_nw: 1.22
fin_crit_sh_pct: 95.6
drtPass1Iterations: 4
grt_util_all_layers_pct: 10.4
synthCells: 37
ys_top_logic_family: "AND-OR/OR-AND gates"
grt-ovfl-total: 0
topCellsByArea: "a22o_1 38%, a221oi_2 33%, a221oi_1 19%"
end_kind: "output pin"
vdd_ir_drop_max_mv: 0.0638
post-place-ws_ps: -503
flops: 0
maxCapViolations: 0
fillers: 286
synth.avg_cell_area_um2: 9.94
yosys_warnings: 1
ys_cells: 37
clkbuf_count: 0
grt_pass1_wl_mm: 5.33
fin_ws_ps: 96.7
antenna_found_initial: 0
drive_gt1_share_pct: 10.8
core_mm2: 0.00342
slew_violations: 0
wl_per_cell_um: 18.7
post-route-drc-count: 0
antenna_cells: 0
finalHoldViolCount: 0
rows: 21
final-comb-area_um2: 418
cp_data_required_time_ps: 1760
die_h_um: 80
cp-start-kind: "input pin"
io_pins: 129
yosys.area_share.xor_xnor_pct: 0
crit_path_max_fanout: 1
maxSlewHeadroom_pct: 86.3
drt_wl_total_mm: 3.97
ys_sh_adder_pct: 0
drt_iter0_markers: 12
min_path_type: "input pin to output pin"
worst_slew_pin_slew_ps: 205
utilization_pct: 54.7
path_cells: "dlygate4sd2_1, a22o_1, a221oi_2, nand4_1, nor4_2, buf_2"
ys_seq_share_pct: 0
slowest_stage: "nor4_2"
setup_viol: 0
tns_ps: 0
critPathKind: "input pin to output pin"
area_growth_syn_to_layout_pct: 408
==> cell families after synthesis <==
logic type	count (synthesis)
AND-OR/OR-AND	32
AND/OR/NAND/NOR	5
==> routing by layer <==
| metal | global-route usage, % | routed length, um | vias up |
|---|---|---|---|
| met5 | 0 | 0 | - |
| met4 | 0.528 | 19 | 0 |
| met3 | 5.00 | 413 | 2 |
| met2 | 19.7 | 2070 | 67 |
| met1 | 10.4 | 1470 | 409 |
| li1 | - | - | 459 |
==> per-stage QoR <==
stage / total power, mW / std cells / hold slack, ps / area [um^2]
6_report: 0.261 / 212 / 1290 / 1870
5_1_grt: 0.280 / 212 / 1330 / 1870
4_1_cts: 0.278 / 212 / 1510 / 1720
3_5_place_dp: 0.287 / 212 / 1970 / 1720
3_3_place_gp: 0.285 / 212 / 1980 / 1720
2_1_floorplan: 0.0471 / 37 / 1020 / 368
==> final cells by class <==
class                      instances  share of cell area [%]
multi-input combinational         37                    22.4
tap                               46                    3.08
timing repair buffer             129                    74.6
==> worst paths after layout <==
check	from	end	slack, ps	cells past startpoint
setup / recovery	CC_COLLISION_DETECTOR_BACK_InBUS_u6[2]	CC_COLLISION_DETECTOR_OutLow	100	6
hold / removal	CC_COLLISION_DETECTOR_POINT_InBUS_u2[0]	CC_COLLISION_DETECTOR_OutLow	1290	5
==> worst max-delay path: cells and delay by family <==
kind	cells	cell delay, ps
compound gates	2	420
buf+inv	2	390
simple gates	2	430
==> where the power goes <==
| group | switching [mW] | internal (mW) | total, mW |
|---|---|---|---|
| Combinational | 0.0638 | 0.197 | 0.261 |
| Clock | 0 | 0 | 0 |
| Sequential | 0 | 0 | 0 |
==> placed cells by master (no fill, tap or decap) <==
cell / n
a221oi_2: 16
a22o_1: 16
buf_2: 1
clkdlybuf4s15_1: 1
clkdlybuf4s50_1: 33
dlygate4sd2_1: 34
dlymetal6s2s_1: 60
nand4_1: 4
nor4_2: 1
==> timing repair <==
item / in CTS / in global routing
setup buffers: 0 / 0
pin swaps: 17 / 30
setup endpoints to repair: 1 / 1
gates resized: 46 / 61
Power figures rest on the tool's default switching activity, not on a simulated workload.
