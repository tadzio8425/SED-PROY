===== flow/run.sh =====
#!/bin/bash
# OpenROAD 26Q1-2900-gdf79404cd8, Yosys 0.63+post, stock flow scripts
make -C /OpenROAD-flow-scripts/flow DESIGN_CONFIG=/design/flow/config.mk WORK_HOME=/design/flow/orfs finish

===== flow/config.mk =====
export PLATFORM = sky130hd
export DESIGN_NAME = SC_STATEMACHINE_MAIN
export DESIGN_NICKNAME = SC_STATEMACHINE_MAIN
export VERILOG_FILES = /design/flow/design.v
export SDC_FILE = /design/flow/constraint.sdc
export NUM_CORES = 4
export LEC_CHECK = 1
export CORE_AREA = 10 10 70 70
export DIE_AREA = 0 0 80 80

===== flow/constraint.sdc =====
current_design SC_STATEMACHINE_MAIN

set clk_period 2.0
set clk_io_pct 0.2

create_clock -name clk0 -period $clk_period [get_ports {SC_STATEMACHINE_MAIN_CLOCK_50}]

set non_clock_inputs [all_inputs -no_clocks]
set_input_delay [expr $clk_period * $clk_io_pct] -clock clk0 $non_clock_inputs
set_output_delay [expr $clk_period * $clk_io_pct] -clock clk0 [all_outputs]

===== flow/design.v =====
module SC_STATEMACHINE_MAIN (
	SC_STATEMACHINE_MAIN_clear_OutLow,
	SC_STATEMACHINE_MAIN_load_OutLow,
	SC_STATEMACHINE_MAIN_changeLevel_OutLow,
	SC_STATEMACHINE_MAIN_transition_OutBUS,	
	SC_STATEMACHINE_MAIN_CLOCK_50,
	SC_STATEMACHINE_MAIN_RESET_InHigh,
	SC_STATEMACHINE_MAIN_startButton_InLow,
	SC_STATEMACHINE_MAIN_nidosCompletos_InLow,
	SC_STATEMACHINE_MAIN_PerdioVidas_InLow,
	SC_STATEMACHINE_MAIN_reset_frog_OutLow
);	
localparam STATE_RESET_0									= 0;
localparam STATE_START_0									= 1;
localparam STATE_CHECK_0									= 2;
localparam STATE_CHECK_1									= 3;
localparam STATE_INIT_0										= 4;
localparam ESTADO_CAMBIO_NIVEL_1							= 5;
localparam NIVEL_1 											= 6;
localparam ESTADO_CAMBIO_NIVEL_2							= 7;
localparam NIVEL_2							            = 8;
localparam ESTADO_CAMBIO_NIVEL_3							= 9;
localparam NIVEL_3                                 = 10;
localparam ESTADO_CAMBIO_NIVEL_4							= 11;
localparam NIVEL_4                                 = 12;
localparam ESTADO_FINAL                            = 13;
localparam FROG_RESET_1 									= 14;
localparam FROG_RESET_2 									= 15;
localparam FROG_RESET_3 									= 16;
localparam FROG_RESET_4 									= 17;
output reg		SC_STATEMACHINE_MAIN_clear_OutLow;
output reg		SC_STATEMACHINE_MAIN_load_OutLow;
output reg		SC_STATEMACHINE_MAIN_changeLevel_OutLow;
output reg	[3-1:0]SC_STATEMACHINE_MAIN_transition_OutBUS;
output reg     SC_STATEMACHINE_MAIN_reset_frog_OutLow;
input			SC_STATEMACHINE_MAIN_CLOCK_50;
input 		SC_STATEMACHINE_MAIN_RESET_InHigh;
input			SC_STATEMACHINE_MAIN_startButton_InLow;
input 		SC_STATEMACHINE_MAIN_nidosCompletos_InLow;
input 		SC_STATEMACHINE_MAIN_PerdioVidas_InLow;
reg [4:0] STATE_Register;
reg [4:0] STATE_Signal;
always @(*)
begin
	case (STATE_Register)
		STATE_RESET_0: STATE_Signal = STATE_START_0;
		STATE_START_0: STATE_Signal = STATE_CHECK_0;
		STATE_CHECK_0: if (SC_STATEMACHINE_MAIN_startButton_InLow == 1'b0) STATE_Signal = STATE_INIT_0;
			else STATE_Signal = STATE_CHECK_0;
		STATE_INIT_0:	STATE_Signal = ESTADO_CAMBIO_NIVEL_1;
		ESTADO_CAMBIO_NIVEL_1: STATE_Signal = FROG_RESET_1;
		FROG_RESET_1: STATE_Signal = NIVEL_1;
		NIVEL_1: if (SC_STATEMACHINE_MAIN_nidosCompletos_InLow == 1'b0) STATE_Signal = ESTADO_CAMBIO_NIVEL_2;
					else if (SC_STATEMACHINE_MAIN_PerdioVidas_InLow == 1'b0)  STATE_Signal = STATE_START_0;
					else STATE_Signal = NIVEL_1;
		ESTADO_CAMBIO_NIVEL_2: STATE_Signal = FROG_RESET_2;
		FROG_RESET_2: STATE_Signal = NIVEL_2;
		NIVEL_2: if (SC_STATEMACHINE_MAIN_nidosCompletos_InLow == 1'b0) STATE_Signal = ESTADO_CAMBIO_NIVEL_3;
					else if (SC_STATEMACHINE_MAIN_PerdioVidas_InLow == 1'b0)  STATE_Signal = STATE_START_0;
					else STATE_Signal = NIVEL_2;
		ESTADO_CAMBIO_NIVEL_3: STATE_Signal = FROG_RESET_3;
		FROG_RESET_3: STATE_Signal = NIVEL_3;
		NIVEL_3: if (SC_STATEMACHINE_MAIN_nidosCompletos_InLow == 1'b0) STATE_Signal = ESTADO_CAMBIO_NIVEL_4;
					else if (SC_STATEMACHINE_MAIN_PerdioVidas_InLow == 1'b0)  STATE_Signal = STATE_START_0;
					else STATE_Signal = NIVEL_3;
		ESTADO_CAMBIO_NIVEL_4: STATE_Signal = FROG_RESET_4;
		FROG_RESET_4: STATE_Signal = NIVEL_4;
		NIVEL_4: if (SC_STATEMACHINE_MAIN_nidosCompletos_InLow == 1'b0) STATE_Signal = ESTADO_FINAL;
					else if (SC_STATEMACHINE_MAIN_PerdioVidas_InLow == 1'b0)  STATE_Signal = STATE_START_0;
					else STATE_Signal = NIVEL_4;		
		ESTADO_FINAL: STATE_Signal = STATE_START_0;
		STATE_CHECK_1: if (SC_STATEMACHINE_MAIN_startButton_InLow == 1'b0) STATE_Signal = STATE_CHECK_1;
						else STATE_Signal = STATE_CHECK_0;
		default : 		STATE_Signal = STATE_CHECK_0;
	endcase
end
always @ ( posedge SC_STATEMACHINE_MAIN_CLOCK_50 , posedge SC_STATEMACHINE_MAIN_RESET_InHigh)
begin
	if (SC_STATEMACHINE_MAIN_RESET_InHigh == 1'b1)
		STATE_Register <= STATE_RESET_0;
	else
		STATE_Register <= STATE_Signal;
end
always @ (*)
begin
	case (STATE_Register)
	STATE_RESET_0 :	
		begin
			SC_STATEMACHINE_MAIN_clear_OutLow = 1'b1;
			SC_STATEMACHINE_MAIN_load_OutLow = 1'b1;
			SC_STATEMACHINE_MAIN_changeLevel_OutLow = 1'b1;
			SC_STATEMACHINE_MAIN_transition_OutBUS = 3'b000;
			SC_STATEMACHINE_MAIN_reset_frog_OutLow = 1'b1;
		end
	STATE_START_0 :	
		begin
			SC_STATEMACHINE_MAIN_clear_OutLow = 1'b1;
			SC_STATEMACHINE_MAIN_load_OutLow = 1'b0;
			SC_STATEMACHINE_MAIN_changeLevel_OutLow = 1'b1;
			SC_STATEMACHINE_MAIN_transition_OutBUS= 3'b000;
			SC_STATEMACHINE_MAIN_reset_frog_OutLow = 1'b1;
		end
	STATE_CHECK_0 :
		begin
			SC_STATEMACHINE_MAIN_clear_OutLow = 1'b1;
			SC_STATEMACHINE_MAIN_load_OutLow = 1'b1;
			SC_STATEMACHINE_MAIN_changeLevel_OutLow = 1'b1;
			SC_STATEMACHINE_MAIN_transition_OutBUS = 3'b000;
			SC_STATEMACHINE_MAIN_reset_frog_OutLow = 1'b1;
		end
	STATE_CHECK_1 :
		begin
			SC_STATEMACHINE_MAIN_clear_OutLow = 1'b1;
			SC_STATEMACHINE_MAIN_load_OutLow = 1'b1;
			SC_STATEMACHINE_MAIN_changeLevel_OutLow = 1'b1;
			SC_STATEMACHINE_MAIN_transition_OutBUS = 3'b000;
			SC_STATEMACHINE_MAIN_reset_frog_OutLow = 1'b1;
		end
	STATE_INIT_0:
		begin
			SC_STATEMACHINE_MAIN_clear_OutLow = 1'b1;
			SC_STATEMACHINE_MAIN_load_OutLow = 1'b1;
			SC_STATEMACHINE_MAIN_changeLevel_OutLow = 1'b1;
			SC_STATEMACHINE_MAIN_transition_OutBUS = 3'b000;
			SC_STATEMACHINE_MAIN_reset_frog_OutLow = 1'b1;
		end
	ESTADO_CAMBIO_NIVEL_1:
		begin
			SC_STATEMACHINE_MAIN_clear_OutLow = 1'b1;
			SC_STATEMACHINE_MAIN_load_OutLow = 1'b1;
			SC_STATEMACHINE_MAIN_changeLevel_OutLow = 1'b1;
			SC_STATEMACHINE_MAIN_transition_OutBUS = 3'b001;
			SC_STATEMACHINE_MAIN_reset_frog_OutLow = 1'b1;
		end
	NIVEL_1:
		begin
			SC_STATEMACHINE_MAIN_clear_OutLow = 1'b1;
			SC_STATEMACHINE_MAIN_load_OutLow = 1'b1;
			SC_STATEMACHINE_MAIN_changeLevel_OutLow = 1'b1;
			SC_STATEMACHINE_MAIN_transition_OutBUS = 3'b000;
			SC_STATEMACHINE_MAIN_reset_frog_OutLow = 1'b1;
		end
	ESTADO_CAMBIO_NIVEL_2:
		begin
			SC_STATEMACHINE_MAIN_clear_OutLow = 1'b1;
			SC_STATEMACHINE_MAIN_load_OutLow = 1'b1;
			SC_STATEMACHINE_MAIN_changeLevel_OutLow = 1'b0;
			SC_STATEMACHINE_MAIN_transition_OutBUS = 3'b010;
			SC_STATEMACHINE_MAIN_reset_frog_OutLow = 1'b1;
		end		
	NIVEL_2:
		begin
			SC_STATEMACHINE_MAIN_clear_OutLow = 1'b1;
			SC_STATEMACHINE_MAIN_load_OutLow = 1'b1;
			SC_STATEMACHINE_MAIN_changeLevel_OutLow = 1'b1;
			SC_STATEMACHINE_MAIN_transition_OutBUS = 3'b000;
			SC_STATEMACHINE_MAIN_reset_frog_OutLow = 1'b1;
		end
	ESTADO_CAMBIO_NIVEL_3:
		begin
			SC_STATEMACHINE_MAIN_clear_OutLow = 1'b1;
			SC_STATEMACHINE_MAIN_load_OutLow = 1'b1;
			SC_STATEMACHINE_MAIN_changeLevel_OutLow = 1'b0;
			SC_STATEMACHINE_MAIN_transition_OutBUS = 3'b011;
			SC_STATEMACHINE_MAIN_reset_frog_OutLow = 1'b1;
		end		
	NIVEL_3:
		begin
			SC_STATEMACHINE_MAIN_clear_OutLow = 1'b1;
			SC_STATEMACHINE_MAIN_load_OutLow = 1'b1;
			SC_STATEMACHINE_MAIN_changeLevel_OutLow = 1'b1;
			SC_STATEMACHINE_MAIN_transition_OutBUS = 3'b000;
			SC_STATEMACHINE_MAIN_reset_frog_OutLow = 1'b1;
		end
	ESTADO_CAMBIO_NIVEL_4:
		begin
			SC_STATEMACHINE_MAIN_clear_OutLow = 1'b1;
			SC_STATEMACHINE_MAIN_load_OutLow = 1'b1;
			SC_STATEMACHINE_MAIN_changeLevel_OutLow = 1'b0;
			SC_STATEMACHINE_MAIN_transition_OutBUS = 3'b100;
			SC_STATEMACHINE_MAIN_reset_frog_OutLow = 1'b1;
		end		
	NIVEL_4:
		begin
			SC_STATEMACHINE_MAIN_clear_OutLow = 1'b1;
			SC_STATEMACHINE_MAIN_load_OutLow = 1'b1;
			SC_STATEMACHINE_MAIN_changeLevel_OutLow = 1'b1;
			SC_STATEMACHINE_MAIN_transition_OutBUS = 3'b000;
			SC_STATEMACHINE_MAIN_reset_frog_OutLow = 1'b1;
		end
ESTADO_FINAL: 
	begin
			SC_STATEMACHINE_MAIN_clear_OutLow = 1'b1;
			SC_STATEMACHINE_MAIN_load_OutLow = 1'b1;
			SC_STATEMACHINE_MAIN_changeLevel_OutLow = 1'b0;
			SC_STATEMACHINE_MAIN_transition_OutBUS = 3'b101;
			SC_STATEMACHINE_MAIN_reset_frog_OutLow = 1'b1;
	end
FROG_RESET_1:
	begin
			SC_STATEMACHINE_MAIN_clear_OutLow = 1'b1;
			SC_STATEMACHINE_MAIN_load_OutLow = 1'b1;
			SC_STATEMACHINE_MAIN_changeLevel_OutLow = 1'b1;
			SC_STATEMACHINE_MAIN_transition_OutBUS = 3'b000;
			SC_STATEMACHINE_MAIN_reset_frog_OutLow = 1'b0;
	end
FROG_RESET_2:
	begin
			SC_STATEMACHINE_MAIN_clear_OutLow = 1'b1;
			SC_STATEMACHINE_MAIN_load_OutLow = 1'b1;
			SC_STATEMACHINE_MAIN_changeLevel_OutLow = 1'b1;
			SC_STATEMACHINE_MAIN_transition_OutBUS = 3'b000;
			SC_STATEMACHINE_MAIN_reset_frog_OutLow = 1'b0;
	end
FROG_RESET_3:
	begin
			SC_STATEMACHINE_MAIN_clear_OutLow = 1'b1;
			SC_STATEMACHINE_MAIN_load_OutLow = 1'b1;
			SC_STATEMACHINE_MAIN_changeLevel_OutLow = 1'b1;
			SC_STATEMACHINE_MAIN_transition_OutBUS = 3'b000;
			SC_STATEMACHINE_MAIN_reset_frog_OutLow = 1'b0;
	end
FROG_RESET_4:
	begin
			SC_STATEMACHINE_MAIN_clear_OutLow = 1'b1;
			SC_STATEMACHINE_MAIN_load_OutLow = 1'b1;
			SC_STATEMACHINE_MAIN_changeLevel_OutLow = 1'b0;
			SC_STATEMACHINE_MAIN_transition_OutBUS = 3'b000;
			SC_STATEMACHINE_MAIN_reset_frog_OutLow = 1'b0;
	end
	default :
		begin
			SC_STATEMACHINE_MAIN_clear_OutLow = 1'b1;
			SC_STATEMACHINE_MAIN_load_OutLow = 1'b1;
			SC_STATEMACHINE_MAIN_changeLevel_OutLow = 1'b1;
			SC_STATEMACHINE_MAIN_transition_OutBUS = 2'b00;
			SC_STATEMACHINE_MAIN_reset_frog_OutLow = 1'b1;
		end
	endcase
end
endmodule

==> flow_metrics.tcl <==
# flow metrics
set metrics [dict create \
    status "finished clean" \
    synth_flop_count 5 \
    largest_reg_flops 5 \
    clock_sinks 5 \
    ys_sh_xor 0.01741 \
    finalCriticalPeriod_ns 1.939 \
    grt_pass1_wl_microns 2456 \
    synth_adder_area_share 0 \
    period_used_share 0.9695 \
    setup_violations 0 \
    dp_hpwl_microns 1125 \
    n_fill_cell 373 \
    wl_microns 1477 \
    maxSlewViolCount 0 \
    rsz0062_at_grt "true" \
    logic_family "simple AND/OR/NAND/NOR gates" \
    largest_register "STATE_Register" \
    slowest_stage "clkdlybuf4s50_1" \
    cts_buffers 3 \
    cp_max_fo 6 \
    crit_path_end_kind "output port" \
    regToRegStartpoint "STATE_Register[3]" \
    path_cells "buf_4, nor2_1, nor3_2, clkdlybuf4s50_1" \
    stdcell_count 134 \
    fmax_mhz 515.7 \
    lay_top_count "buf_4" \
    endpoint "SC_STATEMACHINE_MAIN_transition_OutBUS[0]" \
    path_buffers 2 \
    grt_pass1_vias 545 \
    worstPathArrival_ns 1.54 \
    grt_overflow 0 \
    worstSetupPathType "reg -> out" \
    root_buffer "clkbuf_4" \
    drt_iter0_markers 59 \
    n_antenna_cell 0 \
    placed_cell_area_sq_um 683.2 \
    startpoint_type "flop" \
    grt_util_all_layers 0.04644 \
    ys_seq_share 0.2488 \
    syn2layout_area_growth_pct 60.20 \
    yosys.area_share.simple 0.4129 \
    ctsHoldBuffers 0 \
    rr_worst_depth 5 \
    warnings 27 \
    top_regs "STATE_Register x5" \
    yosys_area_sq_um 503.0 \
    netlist_instances 65 \
    regToRegSetupSlack_ns 0.36 \
    required_ns 1.60 \
    syn_area_sq_um 503.0 \
    timing.final.ws_setup_ns 0.06104 \
    antenna_found_initial 0 \
    edf_count 0 \
    ys_cells 65 \
    vdd_ir_drop_max_mv 0.3421 \
    crit_start "STATE_Register[2]" \
    die-area_sq_mm 0.006400 \
    place.gp.congestion 0.8692 \
    die_h_microns 80 \
    postSynthAreaPerCell_sq_um 7.738 \
    clkLatencyLatePin_ns 0.23 \
    cts_max_level 1 \
    cts.clk_slew.worst_paths_ns 0.04 \
    r2r-end "STATE_Register[1]" \
    io_pins 12 \
    p_leak_uw 0.0003382 \
    crit_family "buffers and inverters" \
    wl_met2_microns 731 \
    drive_gt1_frac 0.3864 \
    post-place-cells 123 \
    maxCapViolations 0 \
    hold_path_class "in -> async" \
    tritoncts "done" \
    wl_met1_microns 665 \
    route.met3.wl_microns 79 \
    die_w_microns 80 \
    via_per_inst 4.097 \
    rows 21 \
    hold_viol_final 0 \
    final_cell_mix "buf_4, nor2b_1, clkdlybuf4s50_1, dfrtp_2, nand2_1" \
    cpPeakStageDelay_ns 0.49 \
    mux_share 0 \
    portBuffers 10 \
    critical_path_depth 4 \
    drt_first_pass_iters 4 \
    synthArstFlopShare 1.000 \
    design_area_sq_um 805.8 \
    vias 549 \
    ys_sh_aoi 0.2239 \
    grt_max_degree 20 \
    power_density_mw_per_mm2 1368 \
    ant_nets 0 \
    clk_path_buf_depth 2 \
    place_ws_ns 0.1117 \
    coreArea_sq_mm 0.003416 \
    highest_layer "met3" \
    flop_cell "dfrtp_1" \
    drc 0 \
    holdWs_ns 0.3549 \
    ys_warn_count 1 \
    ys_types 33 \
    wire_per_inst_microns 11.02 \
    clock_skew_ns 0.0004692 \
    fp_util 0.1473 \
]
[kinds of logic after synthesis]
logic type / count (synthesis)
compound gates: 16
xor+xnor: 1
buf+inv: 8
flops: 5
other cells: 1
simple gates: 34
[Yosys cell counts, types with 2 or more instances]
cell type  count  area [sq um]
a21oi_1        5         25.02
buf_2          3         15.01
dfrtp_1        5         125.1
inv_1          2         7.510
nand2_1        4         15.01
nand2b_1       2         12.51
nand3_1        2         10.01
nand4b_1       2         17.52
nor2_1         3         11.26
nor2b_1        8         50.05
nor3_1         4         20.02
o21ai_0        3         15.01
or2_2          2         12.51
[metal layers]
metal / vias up / GRT usage
met5: - / 0
met2: 7 / 0.08106
li1: 278 / -
met1: 264 / 0.05693
met3: 0 / 0.01364
met4: 0 / 0.003521
[power breakdown]
group	total [uW]	leakage, uW	internal (uW)	switching [uW]
clock	112	0.0000150	75.1	36.7
sequential	226	0.0000593	150	75.2
combinational	765	0.000264	430	335
[worst min-delay path by stage]
stage / depth (start not counted) / to / slack, ns / startpoint
after CTS: 2 / STATE_Register[3] / 0.36 / SC_STATEMACHINE_MAIN_RESET_InHigh
after global routing: 2 / STATE_Register[4] / 0.37 / SC_STATEMACHINE_MAIN_RESET_InHigh
final: 2 / STATE_Register[0] / 0.35 / SC_STATEMACHINE_MAIN_RESET_InHigh
[worst register-to-register path: stages, from the launching register on]
cell and delay, ns:
dfrtp_2 0.44, buf_4 0.15, buf_4 0.14, or4b_4 0.53
o2111ai_2 0.12, o211ai_1 0.13
[metrics by stage]
step / setup TNS [ns] / power, uW / utilization
floorplan: 0 / 603.6 / -
global placement: 0 / 833.3 / 0.2000
detailed placement: 0 / 842.1 / 0.2000
finish: 0 / 1102 / 0.2359
global route: -0.05330 / 1206 / 0.2359
CTS: -0.02600 / 1074 / 0.2282
[timing repair]
item | 4_1_cts | 5_1_grt
setup endpoints to repair | 6 | 4
resized | 10 | 8
setup buffers | 6 | 1
hold endpoints to repair | 0 | 0
pin swaps | 0 | 4
[final cells by class]
class                      instances  area (sq um)  area share
clock buffer                       4         26.28     0.03261
multi-input combinational         52         367.9      0.4565
timing repair buffer              25         216.5      0.2686
tap                               46         57.56     0.07143
sequential                         5         130.1      0.1615
inverter                           2         7.507    0.009317
Power is estimated from default activity; no workload was simulated.
