==> run.sh <==
#!/bin/bash
# OpenROAD 26Q1-2900-gdf79404cd8, Yosys 0.63+post, stock flow scripts
make -C /OpenROAD-flow-scripts/flow DESIGN_CONFIG=/design/flow/config.mk WORK_HOME=/design/flow/orfs finish
==> constraint.sdc <==
current_design SC_REG_GENERAL_NIDOS

set clk_period 1.7
set clk_io_pct 0.2

create_clock -name clk0 -period $clk_period [get_ports {RegNIDOS_CLOCK_50}]

set non_clock_inputs [all_inputs -no_clocks]
set_input_delay [expr $clk_period * $clk_io_pct] -clock clk0 $non_clock_inputs
set_output_delay [expr $clk_period * $clk_io_pct] -clock clk0 [all_outputs]
==> config.mk <==
export PLATFORM = sky130hd
export DESIGN_NAME = SC_REG_GENERAL_NIDOS
export DESIGN_NICKNAME = SC_REG_GENERAL_NIDOS
export VERILOG_FILES = /design/flow/design.v
export SDC_FILE = /design/flow/constraint.sdc
export NUM_CORES = 4
export LEC_CHECK = 1
export CORE_AREA = 10 10 70 70
export DIE_AREA = 0 0 80 80
==> design.v <==
module SC_REG_GENERAL_NIDOS #(parameter RegNIDOS_DATAWIDTH=2, parameter DATA_FIXED_INITREG=2'b00)(
	RegNIDOS_data_OutBUS,
	RegNIDOLLENO_OutLow,
	RegNIDOS_CLOCK_50,
	RegNIDOS_RESET_InHigh,
	RegNIDOS_clear_InLow, 
	RegNIDOS_load_InLow, 
	RegNIDOS_data_InBUS,
	RegNIDOS_nido_alcanzado_InLow
);
output		[RegNIDOS_DATAWIDTH-1:0]	RegNIDOS_data_OutBUS;
output 		[1-1:0] RegNIDOLLENO_OutLow;
input		RegNIDOS_CLOCK_50;
input		RegNIDOS_RESET_InHigh;
input		RegNIDOS_clear_InLow;
input		RegNIDOS_load_InLow;	
input		RegNIDOS_nido_alcanzado_InLow;	
input		[RegNIDOS_DATAWIDTH-1:0]	RegNIDOS_data_InBUS;
reg [RegNIDOS_DATAWIDTH-1:0] RegNIDOS_Register;
reg [RegNIDOS_DATAWIDTH-1:0] RegNIDOS_Signal;
reg [1-1:0] RegNidosLlenos;
always @(*)
begin
	if (RegNIDOS_clear_InLow == 1'b0)
		RegNIDOS_Signal = DATA_FIXED_INITREG;
	else if (RegNIDOS_load_InLow == 1'b0)
		RegNIDOS_Signal = RegNIDOS_data_InBUS;
	else if (RegNIDOS_nido_alcanzado_InLow == 1'b0)
		RegNIDOS_Signal = RegNIDOS_Register + 2'b01;
	else
		RegNIDOS_Signal = RegNIDOS_Register;
	if (RegNIDOS_Register == 2'b10)
		RegNidosLlenos = 1'b0;
	else
		RegNidosLlenos = 1'b1;
end	
always @(posedge RegNIDOS_CLOCK_50, posedge RegNIDOS_RESET_InHigh)
begin
	if (RegNIDOS_RESET_InHigh == 1'b1)
		RegNIDOS_Register <= 0;
	else
		RegNIDOS_Register <= RegNIDOS_Signal;
end
assign RegNIDOS_data_OutBUS = RegNIDOS_Register;
assign RegNIDOLLENO_OutLow = RegNidosLlenos;
endmodule
==> job_summary.md <==
## Synthesis and layout report

| Metric | Value |
|---|---|
| Period utilization | `95.9%` |
| Clk buf depth | `2` |
| Vias in the first global route | `169` |
| FP Util | `under 10%` |
| Wire per inst | `roughly 6.8 um` |
| Vias/cell | `about 1.9` |
| Final GP Congestion | `0.705` |
| CP Capture Type | `output port` |
| Setup WS post-layout | `0.0694 ns` |
| Largest Register | `RegNIDOS_Register` |
| Max frequency | `a little over 600 MHz` |
| H-tree levels | `1` |
| Final Instance Area | `approximately 310 um2` |
| Pre-antenna DRT Iters | `2` |
| IO Count | `10` |
| Slew HR | `89.1%` |
| Pin count of the biggest net entering global routing | `4` |
| P_leak | `roughly 0.12 nW` |
| Setup tns final | `0 ns` |
| Worst-margin pin slew | `0.162 ns` |
| DP Area | `~280 um2` |
| Register share after synthesis | `between 30% and 40%` |
| Max reg flops | `2` |
| Xor/xnor share | `6.67%` |
| CP required | `1.36 ns` |
| Yosys chip area | `131 um2` |
| Row count | `21` |
| Clock Pin Slew Worst Setup and Hold Paths | `approximately 0.03 ns` |
| Post-Synth Simple-Gate Area | `23.8%` |
| GRT overflow | `0` |
| DR iter-0 viols | `1` |
| Layout cells sized above 1 | `a little under a fifth` |
| Hold buffer count at cts | `0` |
| Initial antenna violation count | `0` |
| Die width | `about 80 um` |
| Synth Area per Inst | `~9.4 um2` |
| PD cells | `a little under 700 mW/mm2` |
| Post-place setup slack | `between 0.2 and 0.25 ns` |
| Port Buf Inserts | `9` |
| Final Slew Violations | `0` |
| CTS buffer count | `3` |
| Root buffer cell | `clkbuf_4` |
| Antenna diodes | `0` |
| Synth-to-layout area growth | `135%` |
| Clk sink count | `2` |
| Hold Crit Class | `input port to async pin` |
| CP Launch Type | `flop` |
| Syn Inst Count | `14` |
| Max-cap violations | `0` |
| Peak VDD IR | `85.7 uV` |
| Total number of vias | `roughly 140` |
| Worst Clk Skew | `between 0.0015 and 0.002 ns` |
| Final min period | `between 1.5 and 2 ns` |
| CP Class | `flop to output port` |
| Total GRT Usage | `1.64%` |
| Final Hold Viols | `0` |
| Largest registers | `RegNIDOS_Register (2)` |
| Top logic family | `simple AND/OR/NAND/NOR gates` |
| Unrepaired setup endpoints after global routing | `false` |
| WHS | `between 0.2 and 0.3 ns` |
| Total die size | `about 0.0064 mm2` |
| CTS tree | `done` |
| Arr. time, crit path | `~1.3 ns` |
| DRC | `0` |
| Yosys reg bits | `2` |
| Global-route wire length before repair | `738 um` |
| Status | `finished clean` |
| Final Setup Violations | `0` |
| Clk latency late pin | `between 0.2 and 0.25 ns` |
| Synth cell types | `9` |
| Log Warnings | `25` |
| CP max FO | `3` |
| Yosys warnings | `1` |
| Synth mux share | `0%` |
| Drt total wl | `between 400 and 500 um` |
| Die height | `roughly 80 um` |
| Final ANT Viol Nets | `0` |
| Core footprint | `about 0.0034 mm2` |
| Fa+ha+maj area frac | `a little under a tenth` |
| Post-Synthesis Cell Area | `131 um2` |
| Complex Gates by Area | `between 10% and 20%` |
| # Cells Yosys | `14` |
[synth_stat cells]
master,number,area (um2)
o21ai_0,1,5.00
inv_1,3,11.3
xor2_1,1,8.76
nand2_1,1,3.75
dfrtp_1,2,50.1
o31ai_2,1,12.5
nand3b_1,2,15.0
nor2b_1,2,12.5
ha_1,1,12.5
[logic make-up after synthesis]
group	Yosys count
flip-flops	2
AND-OR/OR-AND	2
AND/OR/NAND/NOR	5
adder cells (fa/ha/maj)	1
buffers and inverters	3
XOR/XNOR	1
[critical path: stages (launching register included)]
cell             delay [ns]
dfrtp_1                0.38
ha_1                   0.18
inv_1                  0.05
clkdlybuf4s50_1        0.45
[metal layers]
metal	share of wire, %	vias up	global-route usage [%]
li1	-	72	-
met1	33	57	1.53
met5	0	-	0
met4	1.4	0	0.528
met3	23	2	2.16
met2	42	8	2.09
[final timing paths]
check | from | end | slack, ns | depth (start not counted)
min in group clk0 | RegNIDOS_Register[1] | RegNIDOS_Register[1] | 0.66 | 2
max in group asynchronous | RegNIDOS_RESET_InHigh | RegNIDOS_Register[1] | 1.33 | 2
setup / recovery | RegNIDOS_Register[1] | RegNIDOLLENO_OutLow[0] | 0.07 | 3
setup reg to reg | RegNIDOS_Register[1] | RegNIDOS_Register[1] | 0.65 | 3
hold / removal | RegNIDOS_RESET_InHigh | RegNIDOS_Register[0] | 0.26 | 2
hold reg to reg | RegNIDOS_Register[1] | RegNIDOS_Register[1] | 0.66 | 2
[cells in the final DEF, fill, tap and decap left out]
cell | synthesis | layout
buf_4 | 0 | 1
clkbuf_4 | 0 | 3
clkdlybuf4s50_1 | 0 | 9
dfrtp_1 | 2 | 2
ha_1 | 1 | 1
inv_1 | 3 | 3
nand2_1 | 1 | 1
nand3b_1 | 2 | 2
nor2b_1 | 2 | 2
o21ai_0 | 1 | 1
o31ai_2 | 1 | 1
xor2_1 | 1 | 1
[stage by stage]
step / power (mW) / util, % / instances
2_1_floorplan: 0.0688 / - / 14
3_3_place_gp: 0.0989 / 8.17 / 69
3_5_place_dp: 0.0998 / 8.17 / 69
4_1_cts: 0.218 / 9.05 / 73
5_1_grt: 0.225 / 9.05 / 73
6_report: 0.209 / 9.05 / 73
[power breakdown]
group / leakage (nW) / total, mW / switching (mW) / internal [mW]
combinational: 0.0781 / 0.0472 / 0.0146 / 0.0326
sequential: 0.0260 / 0.0544 / 0.00249 / 0.0519
clock: 0.0138 / 0.108 / 0.0298 / 0.0781
total: 0.118 / 0.209 / 0.0469 / 0.163
[final cells by class]
cell class                 instances  area, um2
fill                             412       3110
timing repair buffer              10       97.6
multi-input combinational          9       70.1
tap                               46       57.6
sequential                         2       50.0
clock buffer                       3       22.5
inverter                           3       11.3
[repair_timing]
action | CTS | global route
setup endpoints to repair | 1 | 0
setup buffers | 1 | 0
gates resized | 0 | 0
No activity file was given, so power comes from the tool's default toggle rates.
